==> run.sh <==
#!/bin/bash
# OpenROAD 26Q1-2900-gdf79404cd8, Yosys 0.63+post, stock flow scripts
make -C /OpenROAD-flow-scripts/flow DESIGN_CONFIG=/design/flow/config.mk WORK_HOME=/design/flow/orfs finish
==> config.mk <==
export PLATFORM = sky130hd
export DESIGN_NAME = Forward_unit
export DESIGN_NICKNAME = Forward_unit
export VERILOG_FILES = /design/flow/design.v
export SDC_FILE = /design/flow/constraint.sdc
export NUM_CORES = 4
export LEC_CHECK = 1
export CORE_AREA = 10 10 78 78
export DIE_AREA = 0 0 88 88
==> constraint.sdc <==
current_design Forward_unit

set clk_period 2.6
set clk_io_pct 0.2

create_clock -name clk0 -period $clk_period

set non_clock_inputs [all_inputs -no_clocks]
set_input_delay [expr $clk_period * $clk_io_pct] -clock clk0 $non_clock_inputs
set_output_delay [expr $clk_period * $clk_io_pct] -clock clk0 [all_outputs]
==> design.v <==
module Forward_unit
(
    input [4:0] idex_r1,
    input [4:0] idex_r2,
    input [4:0] ifid_r1,
    input [4:0] ifid_r2,
    input [4:0] exmem_r2,  
    input [4:0] memwb_reg_rd,
    input [4:0] exmem_reg_rd,
    input [4:0] idex_reg_rd,
    input memwb_reg_write, 
    input exmem_reg_write,
    input exmem_mem_write,
    input exmem_mem_read,
    input memwb_mem_read,
    input idex_mem_read,
    input idex_mem_write,
    input idex_reg_write,
    input ifid_branch,
    output reg [1:0] o_forward_a,
    output reg [1:0] o_forward_b,
    output reg o_forward_eq1,
    output reg o_forward_eq2,
    output reg o_mem_src
    );
    initial begin
        o_forward_a = 2'b00;
        o_forward_b = 2'b00;
        o_forward_eq1 = 1'b0;
        o_forward_eq2 = 1'b0;
        o_mem_src = 1'b0;  
    end
    always @(*) begin
        if (exmem_reg_write && (exmem_reg_rd!=0) && exmem_reg_rd == idex_r1 
            && !exmem_mem_read && !idex_mem_read && !idex_mem_write)  
            o_forward_a = 2'b10;
        else if (memwb_reg_write && (memwb_reg_rd!=0) && memwb_reg_rd == idex_r1)
            o_forward_a = 2'b01;
        else
            o_forward_a = 2'b00;
        if (exmem_reg_write && (exmem_reg_rd!=0) && exmem_reg_rd == idex_r2 
            && !exmem_mem_read && !idex_mem_read && !idex_mem_write)  
            o_forward_b = 2'b10;
        else if (memwb_reg_write && (memwb_reg_rd!=0) && memwb_reg_rd == idex_r2) 
            o_forward_b = 2'b01;
        else
            o_forward_b = 2'b00;
        if (memwb_reg_rd == exmem_r2 && exmem_mem_write)  
            o_mem_src = 1'b1;
        else
            o_mem_src = 1'b0;
        if (exmem_reg_write && (exmem_reg_rd!=0) && exmem_reg_rd == ifid_r1 && ifid_branch)
            o_forward_eq1 = 1'b1;
        else
            o_forward_eq1 = 1'b0;
        if (exmem_reg_write && (exmem_reg_rd!=0) && exmem_reg_rd == ifid_r2 && ifid_branch)
            o_forward_eq2 = 1'b1;  
        else
            o_forward_eq2 = 1'b0;  
    end
endmodule
==> Changelog: implementation <==
### Physical design

- CP cell instances: clkdlybuf4s15_2, or4_4, o211ai_1, nor4_1, clkdlybuf4s50_1
- Comb power frac: 100.0%
- Synthesized area: 483 sq um
- Sw Pwr: 0.0000629 W
- Area Growth Syn to Fin: 159%
- Yosys stat cell total: 60
- Congestion Overflow GR: 0
- Worst slew pin tran: 0.262 ns
- Design Area, Final: 1250 sq um
- Seq share, synth: 0%
- Leak: 0.560 nW
- Final setup violation count: 0
- Slowest-stage cell, CP: or4_4
- Post-route ant nets: 0
- First-pass GRT wire length: 3550 microns
- Flop pwr share: 0%
- I/O pin count: 56
- Mux share: 0%
- WL final: 2370 microns
- Outcome: finished, final reports clean
- Pin count of the biggest net entering global routing: 6
- Dominant combinational family: XOR/XNOR gates
- Seq cells: 0
- Port bufs: 49
- Die ar.: 7740 sq um
- Fin crit share: 98.0%
- Crit start category: primary input
- Clock buffer cells: 0
- Pint: 0.000102 W
- Die height: ~88 microns
- Die width: 88 microns
- HPWL Detailed: 2120 microns
- Delay-heaviest family, CP: simple AND/OR/NAND/NOR gates
- Initial antenna violation count: 1
- Cts hold-fix bufs: 0
- Top cells excl fill/tap: 22 x xor2_1, 22 x clkdlybuf4s50_1, 18 x buf_4
- XOR Share, Synth: 63.5%
- YS warnings: 1
- Setup CP Type: primary input to output port
- Final Hold Viols: 0
- DRC: 0
- Worst Hold Endpoint: o_forward_eq2
- Max-cap violations: 0
- Vias: 644
- Slew HR: between 80% and 90%
- Filler cells: 473
- Detailed Route Iter0 Violations: 15
- GRT Resource Usage Total: under 10%
- Crit. End Element: output port
- Top achievable clock speed: 0.392 GHz
- Synth Area in Compound Gates: 5.18%
- Net Sw Frac: 38.2%
- Post-synth cell types: 15
- FP Util: 10.9%
- Pwr dens: 132 nW/um^2
- CP Max Fanout: 2
- Total power: 0.000165 W
- Simple-gate share of the synthesized area: between 20% and 30%
- Final critical-path required period: 2.55 ns
- Worst Hold Depth: 6
- Combinational Area: just over 500 sq um
- Dpl ws: -0.524 ns
- Peak supply drop: 0.0000228 V
- WL per Instance: 13.1 microns
- Critical path buffer and inverter count: 2
- Post-Syn Instances: 60
- Core ar.: between 4000 and 5000 sq um
- Synth Area per Inst: between 8 and 9 sq um
- Vias in the first global route: 705
- First-pass iteration count of the detailed router: 3
- WP data required: 2.08 ns
- Via density per instance: 3.56
- Critical path origin: exmem_reg_rd[1]
- CP arrival: 2.03 ns
- Final worst setup slack: 0.0520 ns
- Area figure in the yosys stat output: 483 sq um
- Layout cell share with drive strength beyond 1: 29.7%
- Row count: 24
- Final tally of max-slew violations: 0
- RSZ-0062 raised after global routing: false
- Setup TNS: 0 ns
- HP Start: exmem_reg_rd[4]
- Tool Warnings: 40
- DP Area: approximately 1200 sq um
- Clock share of power: 0%
- Worst Hold Class: primary input to output port
- Gpl congestion: 0.758
- FF/Latch Area: 0 sq um
- Crit-path max cell delay: 0.53 ns
- Synth Area in Adders: 0%
## tightest hold or removal path, cell delays in order
cell and delay [ns]:
clkbuf_2 0.10, buf_6 0.12, xnor2_1 0.07, nand3_1 0.09, nor4_2 0.05, dlymetal6s2s_1 0.12
## layout make-up
class,count,share of cell area (%)
Antenna cell,1,0.200
Multi-Input combinational cell,55,41.2
Tap cell,52,5.20
Timing Repair Buffer,73,53.4
## worst max-delay path by stage
stage	to	slack, ns	depth (start not counted)
final	o_forward_eq1	0.05	5
after global routing	o_mem_src	0.001	5
after CTS	o_forward_b[0]	-0.0002	7
## power by group through the flow
stage	Clock (W)	Sequential (W)	Combinational [W]
after CTS	0	0	0.000162
after global routing	0.0000000000514	0	0.000178
final	0.0000000000514	0	0.000165
## timing repair
item	CTS	global route
setup endpoints to repair	7	6
setup buffers	3	1
gates resized	43	12
pin swaps	11	8
## layer usage
layer	share of wire [%]	GRT usage, %	up-vias
li1	-	-	347
met1	42	7.19	277
met2	49	9.79	20
met3	9.7	2.06	0
met4	0	0	0
met5	0	0	-
## cells by family after synthesis
| kind of cell | after synthesis |
|---|---|
| compound gates | 3 |
| xor+xnor | 35 |
| buf+inv | 5 |
| simple gates | 17 |
## cell usage after synthesis
library cell	number	area, sq um
nor4_2	2	25.0
o21ai_0	1	5.00
or4_1	3	22.5
or4_4	1	11.3
nand3_1	4	20.0
xnor2_1	13	114
o211ai_2	1	12.5
o211ai_1	1	7.51
buf_6	1	11.3
clkbuf_1	1	3.75
and3_1	1	6.26
xor2_1	22	193
nor4_1	5	31.3
nor3_1	1	5.00
buf_2	3	15.0
## per-stage QoR
step                      hold slack, ns  instances  util [%]
after global placement              1.98        176      26.2
final                               1.58        181      28.3
after detailed placement            1.97        176      26.2
after global routing                1.64        181      28.3
after CTS                           1.71        179      27.5
after floorplan                     1.13         60         -
Power is estimated from default activity; no workload was simulated.
