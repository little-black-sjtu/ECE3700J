==> design/flow/design.v <==
module translation_look_aside_buffer
(
    input                           done,                
    input       [13:0]      Virtual_addr,                
    input       [1:0]       P_addr_PT_in,                
    output                       TLB_hit,                
    output reg            write_to_table,                
    output reg  [5:0]      V_addr_PT_out,                
    output reg  [1:0]      P_addr_PT_out,                
    output reg  [9:0]      Physical_addr,                
    output reg             Addr_prepared                 
);
    reg         [11:0]      TLB     [3:0];               
    wire        [3:0]       Hit;                         
    wire        [5:0]       VPN;                         
    reg [1:0] stop_loop = 0;  
    integer i, j, k;
    initial begin
        V_addr_PT_out <= 0; P_addr_PT_out <= 0; 
        Physical_addr <= 0; Addr_prepared <= 0;
        write_to_table <= 0;
        for (i = 0; i <= 3; i = i + 1) begin 
            TLB[i] = 0;
            TLB[i][9:8] =3-i;
        end
    end
    assign VPN = Virtual_addr[13: 8];
    assign Hit[0] = (VPN == TLB[0][7:2]) && TLB[0][11];
    assign Hit[1] = (VPN == TLB[1][7:2]) && TLB[1][11];
    assign Hit[2] = (VPN == TLB[2][7:2]) && TLB[2][11];
    assign Hit[3] = (VPN == TLB[3][7:2]) && TLB[3][11];
    or (TLB_hit, Hit[0], Hit[1], Hit[2], Hit[3]);
    always @(*) begin
        if (!TLB_hit) begin 
            Addr_prepared = 1'b0;
            for (i = 0; i <= 3; i = i + 1) begin  
                if (TLB[i][9:8] == 2'b11) begin
                    if (TLB[i][10]) begin  
                        V_addr_PT_out = TLB[i][7:2];
                        P_addr_PT_out = TLB[i][1:0];
                        write_to_table = 1'b1;
                    end 
                    write_to_table = 1'b0;
                    V_addr_PT_out <= Virtual_addr[13: 8];  
                    # 1
                    if (done) begin
                        TLB[i][1:0] = P_addr_PT_in;
                        TLB[i][7:2] = Virtual_addr[13: 8];  
                    end
                    TLB[i][10] = 1'b0;  
                    TLB[i][11] = 1'b1;  
                    stop_loop =i[1:0];  
                    Physical_addr[9:0] <= {TLB[i][1:0],Virtual_addr[7:0]};
                    Addr_prepared = 1'b1;
                end
            end
        end
        else begin
            Physical_addr[7:0] = Virtual_addr[7:0];  
            case (Hit)
                4'b0001:  begin Physical_addr[9:8] = TLB[0][1:0];
                    k = 0;
                end
                4'b0010:  begin Physical_addr[9:8] = TLB[1][1:0];
                    k = 1;
                end
                4'b0100:  begin Physical_addr[9:8] = TLB[2][1:0];
                    k = 2;
                end
                4'b1000:  begin Physical_addr[9:8] = TLB[3][1:0];
                    k = 3;
                end
                default:  Physical_addr[9:8] = Physical_addr[9:8];
            endcase
            Addr_prepared = 1'b1;
            for (j = 0; j < 4; j = j + 1) begin
                if (TLB[j][9:8] < TLB[k][9:8]) begin
                    TLB[j][9:8] = TLB[j][9:8] + 2'b01;
                end
            end
            TLB[k][9:8] = 2'b00;
        end
    end
endmodule
==> design/flow/run.sh <==
#!/bin/bash
# OpenROAD 26Q1-2900-gdf79404cd8, Yosys 0.63+post, stock flow scripts
make -C /OpenROAD-flow-scripts/flow DESIGN_CONFIG=/design/flow/config.mk WORK_HOME=/design/flow/orfs finish
==> design/flow/config.mk <==
export PLATFORM = sky130hd
export DESIGN_NAME = translation_look_aside_buffer
export DESIGN_NICKNAME = translation_look_aside_buffer
export VERILOG_FILES = /design/flow/design.v
export SDC_FILE = /design/flow/constraint.sdc
export NUM_CORES = 4
export LEC_CHECK = 1
export CORE_UTILIZATION = 30
==> design/flow/constraint.sdc <==
current_design translation_look_aside_buffer

set clk_period 4.7
set clk_io_pct 0.2

create_clock -name clk0 -period $clk_period

set non_clock_inputs [all_inputs -no_clocks]
set_input_delay [expr $clk_period * $clk_io_pct] -clock clk0 $non_clock_inputs
set_output_delay [expr $clk_period * $clk_io_pct] -clock clk0 [all_outputs]
==> flow_summary.yaml <==
# flow metrics
final_layout:
  finalNonFillerCells: 455
  area_delta_synth_final_pct: 16.5
  drive_gt1_share_pct: 8.86
  final_core_util_pct: 36.9
  final_area_mm2: 0.00309
placed_design:
  place_inst: 455
  io_buffers: 36
  dp_hpwl_um: 4550
  gp_congestion: 0.796
  place_area_mm2: 0.00309
  pre_cts_ws_ps: 648
clock_network:
  cts_setup_buffers: 0
  cts_hold_buf: 0
  cts_resized: 0
die:
  pin_count: 38
  chipArea_mm2: 0.00923
  die_h_um: 96.1
  die_w_um: 96.1
  core_mm2: 0.00838
  initCoreUtil_pct: 31.7
  rows: 33
logic_synthesis:
  synth.most_common_cell: "dlxtn_1"
  synth.top_cells.by_count: "dlxtn_1 (63), nand2_1 (53), o21ai_0 (22)"
  synth_flops: 63
  yosys_warnings: 152
  ys_cells: 322
  top_cells_by_area: "dlxtn_1 (36%), nand2_1 (7.5%), xnor2_1 (4.3%), o21ai_0 (4.1%), ha_1 (3.8%)"
  edf_count: 0
  top_area_share_pct: 35.6
  flop_cell: "dlxtn_1"
  synth_area_mm2: 0.00266
  async_flop_share_pct: 0
  syn-mean-instance-area_um2: 8.25
  synth_area_leader_cell: "dlxtn_1"
  yosys_area_mm2: 0.00266
  syn_inst: 322
  ys_types: 63
power:
  p_leak_nw: 1.35
  ir_drop_v: 0.000183
  power_density_mw_per_mm2: 256
routing:
  drc: 0
  via_per_inst: 4.84
  avgRoutedWirePerCell_um: 12.3
  n_antenna_cell: 0
  dr.pass1.iters: 4
  drt_iter0_markers: 106
  routed_wl_um: 5610
  vias: 2200
  antenna_left: 0
final_timing:
  untimed_endpoints: 76
  totalNegativeSetupSlack_ps: 0
  unclocked_regs: 63
  post-route-min-period_ps: 4040
  setup_viol: 0
  fmax_ghz: 0.248
  grt_setup_unrepaired: "false"
  report.final.hold_viol_count: 0
  slew_headroom_pct: 39.4
  final.period_utilization_pct: 85.9
  drv_slew: 0
  worst_slack_ps: 662
  max_slew.worst_pin.slew_ps: 902
global_routing:
  grt_max_degree: 18
  grt_pass1_vias: 2018
  grt_pass1_wl_um: 9470
  grt_use_total_pct: 13.2
  overflow: 0
  antenna_found_initial: 0
worst_setup_path:
  startpoint_type: "input pin"
  end_kind: "primary output"
  crit_arrival_ps: 3100
  criticalPathCategory: "input pin to primary output"
  required_ps: 3760
  path_max_fanout: 8
run:
  cap_violations: 0
  warnings: 32
outcome:
  status: "finished, final reports clean"
worst_hold_path:
  min_path_type: "input pin to primary output"
-- kinds of logic after synthesis --
family,Yosys count,share of synthesized area [%]
other,2,0.283
latches,63,35.6
and+or+nand+nor,107,21.0
xor gates and xnor gates,26,9.99
AOI/OAI and AO/OA,70,17.8
muxes,12,4.76
adders and majority gates,9,4.15
buffers and inverters,33,6.41
-- state kept, by name, indices dropped and copies added (netlist names) --
name,count
Physical_addr,10
write_to_table,1
TLB,44
V_addr_PT_out,6
k,2
-- layout make-up --
| class | instances | area (µm²) |
|---|---|---|
| fill | 853 | 5290 |
| inverter | 15 | 56.3 |
| multi-input combinational | 230 | 1550 |
| sequential | 63 | 946 |
| tap | 105 | 131 |
| timing repair buffer | 42 | 405 |
-- metrics by stage --
stage	power, mW	hold WS (ps)
after floorplan	0.989	2680
after CTS	0.798	3520
after detailed placement	0.796	3500
after global placement	0.798	3490
final	0.792	3490
after global routing	0.883	3670
-- report_power, final --
| group | switching, mW | internal [mW] |
|---|---|---|
| registers | 0.0541 | 0.208 |
| logic | 0.307 | 0.222 |
| clock network | 0 | 0 |
| total | 0.361 | 0.430 |
-- path summary, 6_finish.rpt --
path	start	to	slack (ps)	cells past startpoint
worst max-delay path	Virtual_addr[8]	TLB_hit	660	7
worst min-delay path	Virtual_addr[13]	TLB_hit	3490	8
-- critical path: stages --
cell	delay, ps
clkdlybuf4s50_1	430
xor2_1	210
nor4_4	500
or3_1	230
nor2_1	60
inv_1	200
clkdlybuf4s50_1	510
-- placed cells by master, fill, tap and decap left out, types with 2 or more instances in the layout --
master           instances
xor2_1                   8
o21ai_2                  2
a31o_1                   2
clkdlybuf4s50_1         36
nand2_1                 53
dlxtn_1                 63
ha_1                     8
a21oi_1                 15
o21ai_1                  2
xnor2_1                 13
o21a_1                   2
a21o_1                   2
nor3_1                   5
nor4_4                   2
nand4_1                  6
a311o_1                  2
buf_4                    6
and2_1                   4
conb_1                   6
o31ai_1                  2
o21ai_0                 22
inv_1                   14
nor2_1                  19
a22oi_1                  2
a31oi_1                  3
mux2i_1                 10
xnor2_2                  5
or3_1                    3
-- per-layer routing --
layer / routed length [µm] / GRT usage (%) / vias to the layer above
met5: 0 / 0 / -
met4: 23 / 0.498 / 0
met3: 265 / 0.321 / 2
met2: 2570 / 23.2 / 57
met1: 2760 / 19.1 / 982
li1: - / - / 1159
Power figures rest on the tool's default switching activity, not on a simulated workload.
