===== flow/run.sh =====
#!/bin/bash
# OpenROAD 26Q1-2900-gdf79404cd8, Yosys 0.63+post, stock flow scripts
make -C /OpenROAD-flow-scripts/flow DESIGN_CONFIG=/design/flow/config.mk WORK_HOME=/design/flow/orfs finish

===== flow/config.mk =====
export PLATFORM = sky130hd
export DESIGN_NAME = CPU
export DESIGN_NICKNAME = CPU
export VERILOG_FILES = /design/flow/design.v
export SDC_FILE = /design/flow/constraint.sdc
export NUM_CORES = 4
export LEC_CHECK = 1
export CORE_AREA = 10 10 70 70
export DIE_AREA = 0 0 80 80

===== flow/constraint.sdc =====
current_design CPU

set clk_period 2.8
set clk_io_pct 0.2

create_clock -name clk0 -period $clk_period [get_ports {clock}]

set non_clock_inputs [all_inputs -no_clocks]
set_input_delay [expr $clk_period * $clk_io_pct] -clock clk0 $non_clock_inputs
set_output_delay [expr $clk_period * $clk_io_pct] -clock clk0 [all_outputs]

===== flow/design.v =====
`timescale 1ns / 1ps
module CPU (
    input  hit_miss,  
    input  clock,
    input  [31:0]Read_Data,
    output read_write,  
    output if_lb,  
    output [9:0] address,
    output [31:0] write_data
);
    parameter  request_total = 12; 
    reg [4:0]  request_num;
    reg        read_write_test[request_total-1:0];
    reg        if_lbs[request_total-1:0];
    reg [9:0]  address_test[request_total-1:0];
    reg [31:0] write_data_test[request_total-1:0]; 
    initial begin
        #21   
        request_num = 0;
        read_write_test[0] = 1; if_lbs[0] = 0; address_test[0] = 10'b0110101000; write_data_test[0] = 10'h3ab;  
        read_write_test[1] = 0; if_lbs[1] = 0; address_test[1] = 10'b0110101000; write_data_test[1] = 0;  
        read_write_test[2] = 1; if_lbs[2] = 0; address_test[2] = 10'b0110101000; write_data_test[2] = 10'h3ac; 
        read_write_test[3] = 0; if_lbs[3] = 0; address_test[3] = 10'b0110101000; write_data_test[3] = 0; 
        read_write_test[4] = 0; if_lbs[4] = 0; address_test[4] = 10'b0100001000; write_data_test[4] = 0; 
        read_write_test[5] = 0; if_lbs[5] = 0; address_test[5] = 10'b0100101000; write_data_test[5] = 0; 
        read_write_test[6] = 0; if_lbs[6] = 0; address_test[6] = 10'b0110101000; write_data_test[6] = 0; 
        read_write_test[7] = 1; if_lbs[7] = 0; address_test[7] = 10'b0110101000; write_data_test[7] = 10'h3ad; 
        read_write_test[8] = 1; if_lbs[8] = 0; address_test[8] = 10'b0101101000; write_data_test[8] = 10'h3ae; 
        read_write_test[9] = 0; if_lbs[9] = 0; address_test[9] = 10'b0101101000; write_data_test[9] = 0; 
        read_write_test[10] = 0; if_lbs[10] = 0; address_test[10] = 10'b0110101000; write_data_test[10] = 0; 
        read_write_test[11] = 0; if_lbs[11] = 1; address_test[11] = 10'b0110101001; write_data_test[11] = 0; 
    end
    always @(posedge clock) begin
        #1   
        if (hit_miss == 1) request_num <= request_num + 1;
        else request_num <= request_num;
    end
    assign address      = address_test[request_num];
    assign read_write   = read_write_test[request_num];
    assign if_lb        = if_lbs[request_num];
    assign write_data   = write_data_test[request_num]; 
endmodule

==> metrics.txt <==
# HELP chip_impl_metric Metrics from one implementation run
# TYPE chip_impl_metric gauge
chip_impl_metric{name="die_w",unit="um"} 80
chip_impl_metric{name="clock_transition_at_path_regs",unit="ns"} 0.03
chip_impl_metric{name="chipArea",unit="um^2"} 6400
chip_impl_metric{name="dp.final_hpwl",unit="um"} 994
chip_impl_metric{name="core_area",unit="um^2"} 3420
chip_impl_info{name="synth.cells.most_frequent",value="36 x buf_4, 4 x edfxtp_1, 4 x ha_1"} 1
chip_impl_info{name="worstReg2RegStart",value="request_num[1]"} 1
chip_impl_info{name="grt_setup_unrepaired",value="no"} 1
chip_impl_metric{name="critical_path_arrival",unit="ns"} 1.96
chip_impl_metric{name="netlist-cell-type-count",unit=""} 20
chip_impl_metric{name="drc",unit=""} 0
chip_impl_metric{name="globalRouteTotalUtil",unit=""} 0.0307
chip_impl_info{name="register_bank_with_the_most_flops",value="request_num"} 1
chip_impl_info{name="tritoncts",value="built"} 1
chip_impl_metric{name="grt_start_max_net_pins",unit=""} 10
chip_impl_metric{name="wl_per_cell",unit="um"} 9.14
chip_impl_metric{name="vdd_ir_drop_max",unit="mV"} 0.133
chip_impl_metric{name="dpl_cell_area",unit="um^2"} 617
chip_impl_metric{name="grt_first_pass_wirelength",unit="um"} 1680
chip_impl_metric{name="num_io_pins",unit=""} 78
chip_impl_metric{name="drtIter0Drc",unit=""} 1
chip_impl_metric{name="chipHeight",unit="um"} 80
chip_impl_metric{name="gp_congestion",unit=""} 0.720
chip_impl_info{name="netlist_top_cells_area",value="buf_4 46%, edfxtp_1 20%, ha_1 8.5%, mux2i_1 3.4%, nor2b_4 2.3%"} 1
chip_impl_metric{name="critical_path.n_buffers_inverters",unit=""} 1
chip_impl_metric{name="tns",unit="ns"} 0
chip_impl_metric{name="postCtsSetupRepairBufs",unit=""} 0
chip_impl_metric{name="final_layout_size_suffix_gt1_frac",unit=""} 0.0667
chip_impl_metric{name="hold_viol",unit=""} 0
chip_impl_metric{name="max_cap_viol_count",unit=""} 0
chip_impl_metric{name="post-route-cell-area",unit="um^2"} 639
chip_impl_metric{name="synth.avg_cell_area",unit="um^2"} 8.81
chip_impl_info{name="largestRegisters",value="request_num x4"} 1
chip_impl_metric{name="final_period_minus_worst_setup_slack",unit="ns"} 2.52
chip_impl_metric{name="log.warning_count",unit=""} 60
chip_impl_metric{name="count_of_synthesis_stage_warnings_from_yosys",unit=""} 1
chip_impl_metric{name="route.final.wire_length",unit="um"} 1110
chip_impl_metric{name="post_synth_inst_count",unit=""} 67
chip_impl_metric{name="synth-seq-cells",unit=""} 4
chip_impl_metric{name="initial_utilization",unit=""} 0.173
chip_impl_info{name="crit_path_end_kind",value="output pin"} 1
chip_impl_metric{name="largest_driver_fanout_on_the_critical_path",unit=""} 6
chip_impl_info{name="worstSetupPathType",value="register to output pin"} 1
chip_impl_metric{name="cts_made_buffers",unit=""} 3
chip_impl_info{name="cp-start-kind",value="register"} 1
chip_impl_metric{name="cellPowerDensity",unit="nW/um^2"} 371
chip_impl_metric{name="cp_data_required_time",unit="ns"} 2.24
chip_impl_info{name="cell_type_of_the_slowest_stage_on_the_worst_timing_path",value="clkdlybuf4s50_1"} 1
chip_impl_info{name="synth_top_cell_by_count",value="buf_4"} 1
chip_impl_metric{name="postSynth.asyncResetShare",unit=""} 0
chip_impl_metric{name="ant_nets",unit=""} 0
chip_impl_info{name="outcome",value="finished clean"} 1
chip_impl_metric{name="holdBufCountCts",unit=""} 0
chip_impl_metric{name="number_of_enable_type_register_cells_in_the_synthesized_netlist",unit=""} 4
chip_impl_metric{name="per_cell_via_count_in_the_routed_design",unit=""} 2.75
chip_impl_metric{name="post-layout-total-power",unit="W"} 0.000237
chip_impl_metric{name="placementRows",unit=""} 21
chip_impl_metric{name="cts-htree-levels",unit=""} 1
chip_impl_info{name="yosysTopAreaCell",value="buf_4"} 1
chip_impl_info{name="cts_root_buf",value="clkbuf_4"} 1
chip_impl_info{name="critPathLaunch",value="request_num[1]"} 1
chip_impl_metric{name="port_buffers",unit=""} 15
chip_impl_metric{name="hold-worst-slack",unit="ns"} 0.660
chip_impl_info{name="ys.flop_type",value="edfxtp_1"} 1
chip_impl_metric{name="insertion_delay",unit="ns"} 0.23
chip_impl_metric{name="diodes_inserted",unit=""} 0
chip_impl_metric{name="report.final.slew_viol_count",unit=""} 0
chip_impl_info{name="path_cells",value="ha_1 -> nor2b_4 -> o31ai_2 -> clkdlybuf4s50_1"} 1
chip_impl_metric{name="synth_stat.cells",unit=""} 67
chip_impl_metric{name="postSynthSeqShare",unit=""} 0.203
chip_impl_metric{name="timing.critical_path.slowest_cell_delay",unit="ns"} 0.56
chip_impl_metric{name="final_setup_violation_count",unit=""} 0
chip_impl_metric{name="clockBufferDepth",unit=""} 2
chip_impl_metric{name="leakage",unit="nW"} 0.301
chip_impl_metric{name="syn_to_final_growth",unit="%"} 8.26
chip_impl_info{name="hold_path.startpoint",value="request_num[0]"} 1
chip_impl_metric{name="finalClockSkew",unit="ns"} 0.00190
chip_impl_metric{name="largest_reg_flops",unit=""} 4
chip_impl_metric{name="fmaxAchievable",unit="GHz"} 0.397
chip_impl_metric{name="syn_area",unit="um^2"} 591
chip_impl_metric{name="yosysChipArea",unit="um^2"} 591
chip_impl_info{name="hp-class",value="register to register"} 1
chip_impl_metric{name="cts.sinks",unit=""} 4
chip_impl_metric{name="antenna_found_initial",unit=""} 0
chip_impl_metric{name="cts_resized",unit=""} 0
chip_impl_metric{name="first_global_vias",unit=""} 397
chip_impl_metric{name="period_used_share",unit=""} 0.901
chip_impl_metric{name="synthDominantCellAreaShare",unit=""} 0.458
chip_impl_metric{name="global_route.overflow_total",unit=""} 0
chip_impl_metric{name="route.vias.total",unit=""} 333
chip_impl_info{name="critical-path-top-delay-family",value="buffers and inverters"} 1
chip_impl_metric{name="drt-pass1-iter-count",unit=""} 2
==> power breakdown <==
| part | total, W | switching, W | internal (W) |
|---|---|---|---|
| Combinational | 0.0000816 | 0.0000246 | 0.0000569 |
| Clock | 0.0000688 | 0.0000211 | 0.0000477 |
| Sequential | 0.0000870 | 0.0000116 | 0.0000754 |
| Total | 0.000237 | 0.0000573 | 0.000180 |
==> routing by layer <==
layer / vias up / track usage / wire length, um
met4: 0 / 0.00880 / 13
met5: - / 0 / 0
met1: 140 / 0.0344 / 462
met3: 4 / 0.0182 / 144
met2: 28 / 0.0482 / 485
li1: 161 / - / -
==> layout make-up <==
cell class | count | area (um^2)
Timing Repair Buffer | 15 | 150
Clock buffer | 3 | 22.5
Inverter | 3 | 11.3
Fill cell | 393 | 2780
Tap cell | 46 | 57.6
Multi-Input combinational cell | 50 | 278
Sequential cell | 4 | 120
==> cell usage in the layout (no fill, tap or decap), types with 2 or more instances in the layout <==
master	Yosys	final
inv_1	3	3
nor2_1	2	2
mux2i_1	2	2
clkbuf_4	0	3
conb_1	2	30
clkdlybuf4s50_1	0	15
ha_1	4	4
nand3_1	2	2
edfxtp_1	4	4
==> per-stage QoR <==
stage               worst slack [ns]  cells   util
detailed placement             0.477    118  0.181
global placement               0.498    118  0.181
global route                  0.0948    121  0.187
finish                         0.278    121  0.187
CTS                            0.224    121  0.187
floorplan                       1.05     95      -
==> cell families after synthesis <==
family,count (synthesis),synth area share
AOI/OAI and AO/OA,4,0.0508
xor gates and xnor gates,2,0.0297
adders and majority gates,4,0.0847
buffers and inverters,41,0.504
DFF,4,0.203
muxes,2,0.0339
other,2,0.0127
and+or+nand+nor,8,0.0805
==> worst paths after layout <==
path | endpoint | slack [ns] | cells after the start
setup reg to reg | request_num[2] | 1.63 | 2
setup / recovery | write_data[8] | 0.28 | 4
hold reg to reg | request_num[0] | 0.66 | 1
hold / removal | request_num[0] | 0.66 | 1
Power figures rest on the tool's default switching activity, not on a simulated workload.
