### ./config.mk
export PLATFORM = sky130hd
export DESIGN_NAME = Hazard_detection
export DESIGN_NICKNAME = Hazard_detection
export VERILOG_FILES = /design/flow/design.v
export SDC_FILE = /design/flow/constraint.sdc
export NUM_CORES = 4
export LEC_CHECK = 1
export CORE_AREA = 10 10 70 70
export DIE_AREA = 0 0 80 80
### ./constraint.sdc
current_design Hazard_detection

set clk_period 2.0
set clk_io_pct 0.2

create_clock -name clk0 -period $clk_period

set non_clock_inputs [all_inputs -no_clocks]
set_input_delay [expr $clk_period * $clk_io_pct] -clock clk0 $non_clock_inputs
set_output_delay [expr $clk_period * $clk_io_pct] -clock clk0 [all_outputs]
### ./design.v
module Hazard_detection(
    input [4:0]ifid_r1,
    input [4:0]ifid_r2,
    input [4:0]idex_rd,
    input [4:0]exmem_rd,
    input idex_mem_read,
    input exmem_mem_read,
    input id_branch,
    input id_mem_write,
    input idex_regwrite,
    output reg ifid_write,
    output reg PC_write,
    output reg whether_hazard
);
initial begin
        PC_write=1'b1; ifid_write=1'b1; whether_hazard=1'b1;
    end
    always @(*) begin 
        if (idex_mem_read && !id_mem_write) begin
            if (idex_rd == ifid_r1 || idex_rd == ifid_r2) begin
                PC_write=1'b0; ifid_write=1'b0; whether_hazard=1'b0;
            end
            else begin
                PC_write=1'b1; ifid_write=1'b1; whether_hazard=1'b1;
            end  
        end
        else if (id_branch && idex_regwrite) begin
            if ((idex_rd!=0) && (ifid_r1 == idex_rd || ifid_r2 == idex_rd)) begin
                PC_write=1'b0; ifid_write=1'b0; whether_hazard=1'b0;
            end
            else begin
                PC_write=1'b1; ifid_write=1'b1; whether_hazard=1'b1;
            end  
        end
        else if (id_branch && exmem_mem_read) begin
            if ((exmem_rd!=0) && (ifid_r1 == exmem_rd || ifid_r2 == exmem_rd)) begin
                PC_write=1'b0; ifid_write=1'b0; whether_hazard=1'b0;
            end
            else begin
                PC_write=1'b1; ifid_write=1'b1; whether_hazard=1'b1;
            end  
        end
        else begin
            PC_write=1'b1; ifid_write=1'b1; whether_hazard=1'b1;
        end
    end
endmodule
### ./run.sh
#!/bin/bash
# OpenROAD 26Q1-2900-gdf79404cd8, Yosys 0.63+post, stock flow scripts
make -C /OpenROAD-flow-scripts/flow DESIGN_CONFIG=/design/flow/config.mk WORK_HOME=/design/flow/orfs finish
==> impl_metrics.toml <==
# physical design summary
[outcome]
status = "finished clean"

[power_and_ir_drop]
post-layout-total-power_uw = 133
power_density_mw_per_mm2 = 191
power.share.sequential_pct = 0
combPwrFrac_pct = 100.0
p_leak_nw = 0.305
irDropWorstVdd_mv = 0.0292
power_report.internal_total_uw = 82.1
net_switching_uw = 50.8
power.share.switching_pct = 38.2
p_clk_share_pct = 0

[floorplan]
die_area_mm2 = 0.00640
die_width_um = 80
core-area_mm2 = 0.00342
die.size.y_um = 80
rows = 21
io_pins = 28
floorplanUtilization_pct = 8.68

[sta]
tightestPinTransition_ps = 233
hold_ws_ps = 1300
setup_tns_ps = 0
finalHoldViolCount = 0
final_max_slew_viol_count = 0
finalWorstPathRequiredPeriod_ps = 1940
clock.fmax_ghz = 0.517
slew_headroom_pct = 84.5
final_critical_path_setup_slack_ps = 64.0
min_period_over_period_pct = 96.8
setup_viol_count_final = 0

[worst_hold_path]
hold_depth = 6
hold_path_end = "ifid_write"
worst_hold_path_type = "in2out"
hold_start = "idex_rd[3]"

[final_layout]
area_growth_pct = 135
ffs_latches = 0
share_of_post_route_cells_with_drive_strength_above_1_pct = 34.7
final-instance-count-excl-fill = 121
flop_area_um2 = 0
layout.clock_buffers = 0

[detailed_routing]
drtAntennaViolNets = 0
insertedDiodeCount = 0
first_pass_iters = 4
vias = 402
wirelength_um = 1330
drcViolationCount = 0
vias_per_cell = 3.32
route.detailed.wl_per_inst_um = 11.0
initialDrtViolationCount = 5

[placement]
dp_slack_ps = -777
gp_congestion = 0.823
numPlacedInstances = 121
detailed_placement_wirelength_estimate_um = 1180
portBuffers = 28

[grt]
number_of_antenna_violations_at_the_first_check_in_global_routing = 0
globalRouteOverflowTotal = 0
largest_net_degree_at_the_start_of_global_routing = 4
track_usage_pct = 3.81
grt_pass1_vias = 435
grt_first_pass_wirelength_um = 2020

[critical_path]
critPathLaunch = "exmem_rd[0]"
critical_path.startpoint_type = "input pin"
worstSetupEndpointType = "output port"
crit_arrival_ps = 1540
critPathRequiredTime_ps = 1600
criticalPathCategory = "in2out"
cp_max_fo = 3

[synth]
yosysWarningCount = 1
synth_area_leader_cell = "sky130_fd_sc_hd__xnor2_1"
synthCells = 41
synth.cell_area_um2 = 297
synthDistinctLibCells = 11
yosys.area.top_type_share_pct = 59.1
synth.area.top_cells = "sky130_fd_sc_hd__xnor2_1 (59%), sky130_fd_sc_hd__nand3_1 (8.4%), sky130_fd_sc_hd__nand2_1 (6.3%)"
synth_seq_share_pct = 0
avgSynthCellArea_um2 = 7.23
netlist.top_cell.by_instances = "sky130_fd_sc_hd__xnor2_1"
synth_chip_area_um2 = 297
synth.top_cells.by_count = "sky130_fd_sc_hd__xnor2_1 (20), sky130_fd_sc_hd__nand2_1 (5), sky130_fd_sc_hd__nand3_1 (5)"
synth-cells-yosys = 41

[flow_run]
log.warning_count = 32
drv.max_cap_violation_count = 0
==> power groups by stage <==
stage         clock, mW  sequential [mW]  combinational (mW)
CTS                   0                0               0.130
global route          0                0               0.145
finish                0                0               0.133
==> layer usage <==
layer / track usage (%) / up-vias / wire length [um]
met3: 1.02 / 0 / 142
met2: 7.06 / 19 / 672
met5: 0 / - / 0
met4: 0 / 0 / 0
met1: 4.48 / 176 / 516
li1: - / 207 / -
==> layout by cell type, fill, tap and decap left out <==
master / count
sky130_fd_sc_hd__buf_2: 7
sky130_fd_sc_hd__buf_4: 8
sky130_fd_sc_hd__a22oi_2: 1
sky130_fd_sc_hd__nor2_4: 1
sky130_fd_sc_hd__nor3_2: 1
sky130_fd_sc_hd__nand2_1: 5
sky130_fd_sc_hd__or4_4: 2
sky130_fd_sc_hd__o22ai_2: 2
sky130_fd_sc_hd__clkdlybuf4s50_1: 7
sky130_fd_sc_hd__o211ai_2: 1
sky130_fd_sc_hd__clkbuf_2: 1
sky130_fd_sc_hd__dlymetal6s2s_1: 8
sky130_fd_sc_hd__xnor2_1: 20
sky130_fd_sc_hd__nand2b_1: 1
sky130_fd_sc_hd__nand3_1: 5
sky130_fd_sc_hd__buf_6: 2
sky130_fd_sc_hd__dlygate4sd2_1: 3
==> timing repair <==
| action | in CTS | in global routing |
|---|---|---|
| setup buffers | 0 | 0 |
| hold buffers | 0 | 0 |
| setup endpoints to repair | 3 | 3 |
| gates resized | 42 | 15 |
| pin swaps | 7 | 8 |
==> logic make-up (layout without fill, tap and decap cells) <==
family,Yosys count,after routing,synth area share [%]
xor gates and xnor gates,20,20,59.1
and+or+nand+nor,15,15,24.9
AOI/OAI and AO/OA,4,4,11.0
buffers and inverters,2,36,5.06
==> worst max-delay path by stage <==
stage                 to  slack (ps)  cells after the start
6_report  whether_hazard          60                      6
5_1_grt         PC_write         -20                      6
4_1_cts         PC_write           9                      6
==> area by class of cell <==
cell class,count,area (um^2)
fillers,381,2720
repair buffers,36,319
well taps,46,57.6
multi-input cells,39,319
==> worst max-delay path: stages <==
cell,delay (ps)
sky130_fd_sc_hd__dlygate4sd2_1,250
sky130_fd_sc_hd__or4_4,430
sky130_fd_sc_hd__nor2_4,90
sky130_fd_sc_hd__nor3_2,40
sky130_fd_sc_hd__a22oi_2,190
sky130_fd_sc_hd__buf_2,130
==> through the flow <==
| stage | instance area, um^2 | util (%) |
|---|---|---|
| floorplan | 297 | - |
| global placement | 679 | 19.9 |
| detailed placement | 679 | 19.9 |
| CTS | 651 | 19.0 |
| global route | 696 | 20.4 |
| finish | 696 | 20.4 |
Power figures rest on the tool's default switching activity, not on a simulated workload.
